File: flow/design.v
module binarySearchDatapath (input logic clk, init, incr_left, decr_right, calc_mid,
									  output logic  L_LTorEQ_R, equalA, curr_LT_A,
									  input logic  [7:0] A,
									  output logic [4:0] loc,
									  input logic  [7:0] curr);
	logic  [4:0] L, R;
	logic [7:0] copyA;
	assign L_LTorEQ_R = (L <= R);
	assign equalA = (curr == copyA);
	assign curr_LT_A = (curr < copyA);
	always_ff @(posedge clk) begin 
		if (init) begin 
			L <= 0; 
			R <= 31;
			copyA <= A;
			loc <= (L+R)/2;
		end 
		if (incr_left)
			L <= loc + 1;
		if (decr_right)
			R <= loc - 1;
		if (calc_mid)
			loc <= (L+R)/2;
	end  
endmodule  
File: flow/run.sh
#!/bin/bash
# OpenROAD 26Q1-2900-gdf79404cd8, Yosys 0.63+post, stock flow scripts
make -C /OpenROAD-flow-scripts/flow DESIGN_CONFIG=/design/flow/config.mk WORK_HOME=/design/flow/orfs finish
File: flow/config.mk
export PLATFORM = sky130hd
export DESIGN_NAME = binarySearchDatapath
export DESIGN_NICKNAME = binarySearchDatapath
export VERILOG_FILES = /design/flow/design.v
export SDC_FILE = /design/flow/constraint.sdc
export NUM_CORES = 4
export LEC_CHECK = 1
export CORE_AREA = 10 10 95 95
export DIE_AREA = 0 0 105 105
File: flow/constraint.sdc
current_design binarySearchDatapath

set clk_period 4.7
set clk_io_pct 0.2

create_clock -name clk0 -period $clk_period [get_ports {clk}]

set non_clock_inputs [all_inputs -no_clocks]
set_input_delay [expr $clk_period * $clk_io_pct] -clock clk0 $non_clock_inputs
set_output_delay [expr $clk_period * $clk_io_pct] -clock clk0 [all_outputs]
==> impl_metrics.yaml <==
# flow metrics
pwr:
  power_frac_clock_pct: 13.6
  p_int_w: 0.000589
  p_seq_share_pct: 43.3
  irDropWorstVdd_v: 0.000133
  swShare_pct: 33.2
  power_switching_w: 0.000293
  p_leak_nw: 0.736
  p_comb_share_pct: 43.1
  cellPowerDensity_mw_per_mm2: 489
place:
  dpl.hpwl_mm: 2.16
  gp_congestion: 0.766
  dp.cells: 236
  port_buffers: 28
clocking:
  clkTransAtPathRegs_ns: 0.08
  cts_max_level: 1
  cts_resized: 0
  cts_root_buf: "clkbuf_8"
  clock.latency.late_pin_ns: 0.26
  holdBufCountCts: 0
  cts-buffers-inserted: 3
  max-clock-path-buffers: 2
  cts_tree: "built"
  cts_setup_buffers: 0
  cts_sinks: 23
hold_path:
  hold_path_class: "reg2reg"
  hp-start: "loc[4]"
  hold_depth: 2
die:
  dieHeight_um: 105
  initial_core_util_pct: 19.7
  dieArea_mm2: 0.0110
  rows: 30
  io_pins: 29
  core_region_area_mm2: 0.00691
  die_w_um: 105
sta:
  finalClockSkew_ns: 0.000863
  fin_crit_sh_pct: 77.5
  report.final.setup_viol: 0
  tightest_slew_ns: 0.462
  slew_headroom_pct: 69.1
  whs_ns: 0.659
  fmax_ghz: 0.275
  min_period_ns: 3.64
  finalHoldViolCount: 0
  finalSetupTns_ns: 0
  rsz0062_at_grt: "no"
  final_max_slew_viol_count: 0
critical_path:
  end_kind: "primary output"
  cp.depth: 7
  critical_path.max_fanout: 2
  path_buffers: 2
  path_cells: "clkdlybuf4s50_1 > ha_1 > nor2b_1 > o211ai_1 > a21oi_1 > a211oi_2 > clkdlybuf4s50_1"
  critPathLaunchType: "primary input"
  crit_path_start: "curr[1]"
  rr_startpoint: "L[0]"
  critPathArrivalTime_ns: 2.70
  ff2ff_path_depth: 5
  worstSetupPathType: "in2out"
  critical_path.top_delay_family: "buffers and inverters"
  crit_required_ns: 3.76
  crit_path_max_incr_delay_ns: 0.49
  critical-path-slowest-cell: "clkdlybuf4s50_1"
  critical_path.most_common_cell: "clkdlybuf4s50_1"
cells_and_area:
  layout_top_cell: "clkdlybuf4s50_1"
  utilization_pct: 26.1
  drive_above_1_share_pct: 8.33
  mostFrequentLayoutCells: "clkdlybuf4s50_1 (28), edfxtp_1 (23), ha_1 (20)"
  area_growth_pct: 32.4
  final_cells: 240
routing:
  drtIter0Drc: 28
  diodes: 0
  drtPass1Iterations: 3
  via_per_inst: 3.55
  totalWireLength_mm: 2.49
  vias: 853
  post_drt_wl_per_cell_um: 10.4
  drtAntennaViolNets: 0
  drc: 0
global_route:
  grt_pass1_vias: 882
  antenna_found_initial: 0
  grt-ovfl-total: 0
  grt.total_usage_pct: 4.56
  grt_max_degree: 14
  grt_pass1_wl_mm: 4.19
status:
  status: "finished clean"
synthesis:
  ys_cells: 113
  yosysTopAreaCell: "edfxtp_1"
  numSynthFlops: 23
  synthCells: 113
  synth_area_per_cell_um2: 12.1
  synth_cell_types: 24
  synth_seq_share_pct: 50.7
  synth_chip_area_mm2: 0.00136
  yosys_warnings: 1
  mappedNetlistArea_mm2: 0.00136
  synth.top_cell.area_share_pct: 50.7
  synth.area.top_cells: "edfxtp_1 (51%), ha_1 (18%), inv_1 (5.2%)"
flow_run:
  drv_cap: 0
  warnings: 31
worst paths after layout:
check               to  slack [ns]
max          curr_LT_A        1.06
min               R[4]        0.66
max reg2reg     loc[3]        2.98
min reg2reg       R[4]        0.66
registers in the layout (all words and copies together) (netlist names):
name,cells
R,5
copyA,8
loc,5
L,5
stage by stage:
step	area [µm²]	total power [W]	setup WS, ns
detailed placement	1760	0.000775	1.04
CTS	1800	0.000902	1.04
global placement	1760	0.000776	1.06
finish	1800	0.000883	1.06
floorplan	1360	0.000621	2.04
global route	1800	0.000969	0.929
tightest hold or removal path, stage by stage (launching register included):
cell and delay [ns]:
edfxtp_1 0.40, xnor2_1 0.09, nand2_1 0.06
per-layer routing:
| metal | up-vias | GRT usage (%) | routed length [µm] |
|---|---|---|---|
| li1 | 450 | - | - |
| met1 | 392 | 5.72 | 1100 |
| met2 | 9 | 7.83 | 1250 |
| met3 | 2 | 0.994 | 95 |
| met4 | 0 | 1.08 | 43 |
| met5 | - | 0 | 0 |
synthesized netlist by cell type:
cell type	n
nor2_1	2
nand3_1	4
xnor2_1	7
a21o_1	1
a211oi_2	1
nor3b_2	1
ha_1	20
nand4_1	3
inv_1	19
or2_2	3
buf_2	1
xor2_1	2
o31ai_1	1
nor2b_1	2
edfxtp_1	23
nor3_2	1
o21bai_1	1
fa_1	1
a21oi_1	6
o32ai_1	1
a21oi_2	2
o211ai_1	1
and2_1	4
nand2_1	6
cell families (layout without fill, tap and decap cells):
family,after synthesis,count (layout),synth area share [%]
xor gates and xnor gates,9,9,5.79
buffers and inverters,20,51,5.60
and+or+nand+nor,26,26,10.8
adders and majority gates,21,21,19.8
DFF,23,23,50.7
AOI/OAI and AO/OA,14,14,7.26
area by class of cell:
class / instances / area (µm²)
inverters: 19 / 71.3
clock buffers: 3 / 41.3
clock inverters: 1 / 5.00
repair buffers: 28 / 280
fillers: 744 / 5100
flip-flops and latches: 23 / 691
multi-input cells: 70 / 596
well taps: 96 / 120
power groups by stage:
stage	registers [W]	logic, W	clock network, W
global route	0.000397	0.000438	0.000135
CTS	0.000385	0.000393	0.000125
finish	0.000382	0.000380	0.000120
Power and IR drop assume default switching activity.
